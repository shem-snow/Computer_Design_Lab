==> design.v <==
module FSM(
	input clock,
	input enable,
	input [3:0] stimulus,
	output reg [5:0] response
	);
parameter HAZARD = 4'b1011;
parameter LEFT = 4'b0111;
parameter RIGHT = 4'b1110;
parameter RESET = 4'b1101;
parameter s0 = 3'b000;  
parameter s1 = 3'b001;  
parameter s2 = 3'b010;  
parameter s3 = 3'b011;  
parameter s4 = 3'b100;  
parameter s5 = 3'b101;  
parameter s6 = 3'b110;  
parameter s7 = 3'b111;  
reg [2:0] current_state;
wire [2:0] next_state;
reg [2:0] unclocked_next_state;
FlipFLop dff(.clk(clock), .enable(enable), .reset(stimulus[1]), .d(unclocked_next_state), .q(next_state));
always@(*) begin
	case(stimulus)
		HAZARD:
			unclocked_next_state <= (current_state == s6)? s7: s6;
		LEFT: begin
			if(current_state == s0)
				unclocked_next_state <= s7;
			else if(current_state == s1)
				unclocked_next_state <= s0;
			else if(current_state == s2)
				unclocked_next_state <= s1;
			else
				unclocked_next_state <= s2;
		end
		RIGHT: begin
			if(current_state == s3)
				unclocked_next_state <= s7;
			else if(current_state == s4)
				unclocked_next_state <= s3;
			else if(current_state == s5)
				unclocked_next_state <= s4;
			else
				unclocked_next_state <= s5;
		end
		RESET:
			unclocked_next_state <= s7;
		default: begin
			if(current_state == s2)
				unclocked_next_state <= s1;
			else if(current_state == s1)
				unclocked_next_state <= s0;
			else if(current_state == s0)
				unclocked_next_state <= s7;
			else if(current_state == s5)
				unclocked_next_state <= s4;
			else if(current_state == s4)
				unclocked_next_state <= s3;
			else if(current_state == s3)
				unclocked_next_state <= s7;
			else if(current_state != s7)
				unclocked_next_state <= s7;
		end
	endcase
end
always@(current_state) begin
		case(current_state)
			s0:	response <= 6'b111_000;
			s1:	response <= 6'b011_000;
			s2:	response <= 6'b001_000;
			s3:	response <= 6'b000_111;
			s4:	response <= 6'b000_110;
			s5:	response <= 6'b000_100;
			s6:	response <= 6'b111_111;
			s7:	response <= 6'b000_000;
		endcase
end
always@(negedge enable, negedge stimulus[1]) begin
	if(!stimulus[1])
		current_state <= s7;
	else
		current_state <= next_state;
end
endmodule
module FlipFLop(
    input wire clk,   
	 input wire enable,
    input wire reset,   
    input wire [2:0] d,   
    output reg [2:0] q    
);
always @(posedge clk, negedge reset) begin
    if (reset == 1'b0)
		q <= 3'b111;   
    else if(enable)
		q <= d;   
end
endmodule
module MyClockDivider(input clock_in, output reg clock_out);
reg [31:0] accumulator = 0;
reg started = 1'b0;
always@(posedge clock_in)
	begin
		if(started == 1'b0)
			begin
				started = 1'b1;
			end
		else
			begin
				if(accumulator == 12_000_000)
					begin
						accumulator = 0;
						clock_out = ~clock_out;
					end
				else
					begin
						accumulator = accumulator + 1;
					end
				end
	end
endmodule
module TopLevel(
	input [3:0] push_buttons, 
	input fast_clock,
	output [5:0] lights
	);
wire slow_clock;
MyClockDivider clockDiv(.clock_in(fast_clock), .clock_out(slow_clock));
FSM fsm(.clock(fast_clock), .enable(slow_clock), .stimulus(push_buttons), .response(lights));
endmodule
==> run.sh <==
#!/bin/bash
# OpenROAD 26Q1-2900-gdf79404cd8, Yosys 0.63+post, stock flow scripts
make -C /OpenROAD-flow-scripts/flow DESIGN_CONFIG=/design/flow/config.mk WORK_HOME=/design/flow/orfs finish
==> config.mk <==
export PLATFORM = sky130hd
export DESIGN_NAME = TopLevel
export DESIGN_NICKNAME = TopLevel
export VERILOG_FILES = /design/flow/design.v
export SDC_FILE = /design/flow/constraint.sdc
export NUM_CORES = 4
export LEC_CHECK = 1
export CORE_UTILIZATION = 50
==> constraint.sdc <==
current_design TopLevel

set clk_period 7.2
set clk_io_pct 0.2

create_clock -name clk0 -period $clk_period [get_ports {fast_clock}]

set non_clock_inputs [all_inputs -no_clocks]
set_input_delay [expr $clk_period * $clk_io_pct] -clock clk0 $non_clock_inputs
set_output_delay [expr $clk_period * $clk_io_pct] -clock clk0 [all_outputs]
==> results.txt <==
On the backend side, the flow ran end to end.

The later pin in the worst-skew pair is clocked with a latency of 290 ps. At the floorplan stage, the core utilization is reported as 0.519. The final-layout worst hold slack stands at 599 ps. The library cells used most frequently in the layout, excluding fill and tap cells, are 33 x sky130_fd_sc_hd__edfxtp_1, 21 x sky130_fd_sc_hd__nor2_1, 18 x sky130_fd_sc_hd__nand2_1, 16 x sky130_fd_sc_hd__xor2_1, 15 x sky130_fd_sc_hd__nand3_1. The area of the core stands at 4350 um2. The average routed wire per standard cell stands at 14.7 um. The worst setup path is launched from a register. In this run the tightest slew margin relative to its limit is 0.485. sky130_fd_sc_hd__edfxtp_1 takes more of the synthesized area than any other cell.

Per the post-route antenna check, the number of violating nets is 0. The count of unclocked register or latch pins stands at 6. Per STA, the highest per-stage delay on the worst path measures 660 ps. The worst setup path is of the register to register kind. The Yosys step of the flow raised 3 warnings. The worst setup path is captured at a register.

Counting flops and latches in the post-synthesis netlist gives 43. The count of instantiated cells in the yosys netlist stands at 211. The maximum vdd ir drop stands at 93.4 uV. The weighted congestion at the end of routability-driven global placement stands at 0.940. The violation tally recorded at the end of detailed-routing iteration 0 is 88. Post-CTS timing repair inserted 0 buffers for setup. Measured along the x axis, the die boundary spans 69.2 um. The row count stands at 24. The count of endpoints without a timing constraint stands at 12.

Summed over all cells, the static leakage comes to 0.873 nW. The flow measured a signed area growth from synthesis to layout of 10.3%. The share of total power in the clock network stands at 0.320. The count of H-tree levels built during CTS stands at 2. The run finished with clean final reports.

Hold analysis shows the worst path with a depth of 1. The switching power share of the total stands at 0.245. The highest fanout seen on the critical path stands at 14. The routed via count stands at 1594. The first-pass GRT wire length stands at 7.04 mm. The total global routing overflow stands at 0.

The synthesized cell area stands at 2260 um2. The data arrival time of the critical path stands at 2470 ps. The main area contributors are sky130_fd_sc_hd__edfxtp_1 44%, sky130_fd_sc_hd__dfstp_2 7.0%, sky130_fd_sc_hd__xor2_1 6.2%, sky130_fd_sc_hd__xnor2_1 5.0%, sky130_fd_sc_hd__nor2_1 3.5%. The combinational group share of total power stands at 0.077.

The kind of cell with the highest combined delay along the critical path is simple AND/OR/NAND/NOR gates. Per the synthesis report, the simple-gate share of the synthesized area is 0.240. The post-synthesis instance total stands at 211. The initial antenna violation count stands at 0.

The number of maximum-capacitance violations recorded for the run is 0. Once detailed placement completed, the half-perimeter wirelength came to 2.82 mm. STA reports the tightest min-delay check as being of type register to register. The distinct cell type count of the synthesized netlist stands at 42. The number of cells on the critical path stands at 7. The final cycle utilization of the critical path stands at 0.338.

The overall routed net length stands at 4.06 mm. Clock tree synthesis inserted a total of 5 buffers. Adding up every negative setup slack in the final design gives 0 ps.

The last timing report of the flow puts the setup violation total at 0. The length of the first detailed-routing pass in iterations stands at 4. The slowest stage of the critical path belongs to the cell sky130_fd_sc_hd__nor4_4. The internal portion of the total power is 0.333 mW. TritonCTS built the clock tree. The reported net switching power stands at 0.108 mW. The die boundary height stands at 69.2 um. Pins over their slew limit in the final report were tallied at 0. The cell depth of the worst flop-to-flop path stands at 7. Grouping non-sequential cells by family puts the most area in simple AND/OR/NAND/NOR gates. The power share of the sequential group stands at 0.603. The cell-mix breakdown from Yosys lists the adder-cell area share as 0.0111. The final antenna diode tally reported by the flow is 0. After detailed routing, the number of remaining DRC violations is 0. The cell-mix breakdown from Yosys lists the compound-gate area share as 0.0593. The required time at the endpoint of the critical path stands at 7230 ps. The maximum clock frequency stands at 411 MHz.

Setup repair after global routing left no endpoint under its margin. The number of port buffers stands at 10. The number of ports placed on the die boundary stands at 11. The actual slew at the worst max-slew pin stands at 754 ps.

The routed design could run at a clock period as short as 2430 ps. The final-report hold violation count stands at 0. The total routing resource utilization after global routing stands at 0.192.

The clock skew after layout stands at 8.12 ps. The post-synthesis chip area from yosys stands at 2260 um2. A synthesized cell averages 10.7 um2.

Of the post-synthesis cell area, the part taken by muxes is 0.0150. After clock tree synthesis, the flow added hold-fix buffers numbering 0. The cell-mix breakdown from Yosys lists the XOR/XNOR area share as 0.112. Of the post-synthesis cell area, the dominant cell type holds 0.439.

The number of vias per cell after detailed routing stands at 5.75. The buffer depth of the longest clock path stands at 2. Leaving out fill and tap cells, the most frequent cell in the layout is sky130_fd_sc_hd__edfxtp_1. The die outline area stands at 4790 um2. The number of resized instances in the post-cts repair step stands at 0.

On the worst setup and hold paths after CTS, the clock-pin slew comes to 80 ps. The maximum number of pins on one net before global-route repair stands at 34. Power spread over the standard cell area amounts to 177 nW/um2. The fraction of layout cells with a size suffix above 1 stands at 0.107.

The number of OpenROAD warnings stands at 26. The worst-case register-to-register setup slack stands at 4770 ps. For reference, the critical path cell chain is inv_1 -> ha_1 -> nor4b_1 -> nand2_1 -> nor4_4 -> nand3b_1 -> o21ai_1.

The number of global-route vias before repair was 1452. In this run the clock root is driven by a sky130_fd_sc_hd__clkbuf_8. The number of buffers and inverters on the critical path is 1.
final timing paths:
kind	from	endpoint
worst max-delay path	clockDiv.accumulator[0]	clockDiv.accumulator[18]
worst min-delay path	clockDiv.accumulator[31]	clockDiv.accumulator[31]
worst max register to register	clockDiv.accumulator[0]	clockDiv.accumulator[18]
worst min register to register	clockDiv.accumulator[31]	clockDiv.accumulator[31]
max in group asynchronous	push_buttons[1]	fsm.dff.q[1]
min in group asynchronous	push_buttons[1]	fsm.dff.q[2]
routing by layer:
metal | vias up | part of all wire | GRT usage
li1 | 793 | - | -
met1 | 754 | 0.50 | 0.361
met2 | 45 | 0.44 | 0.260
met3 | 2 | 0.048 | 0.0413
met4 | 0 | 0.0049 | 0.0181
met5 | - | 0 | 0
power by group through the flow:
stage                 Combinational [mW]  Clock, mW  Sequential (mW)
after CTS                         0.0341      0.146            0.266
after global routing              0.0384      0.155            0.268
final                             0.0339      0.141            0.266
flip-flops by register name, summed over array words and instances (netlist names):
name and count:
clockDiv.clock_out 1, clockDiv.started 1, clockDiv.accumulator 32, fsm.current_state 3
fsm.unclocked_next_state 3, fsm.dff.q 3
synthesized netlist by cell type (all sizes together):
library cell / n
nand3b: 5
o21ai: 9
and4: 1
dlxtn: 3
dfstp: 6
a21oi: 7
nor3: 6
a2111oi: 1
a22oi: 1
and3b: 1
o22ai: 1
nand3: 16
nor4: 7
nand4: 11
inv: 7
xor2: 16
nor2: 22
clkbuf: 4
a221oi: 1
ha: 2
o32ai: 1
buf: 1
a21boi: 1
and2: 2
and3: 3
nor2b: 2
nand2b: 2
nand2: 18
nor4b: 2
xnor2: 13
edfxtp: 33
conb: 1
mux2: 3
a31oi: 1
dfxtp: 1
cell families (layout without fill, tap and decap cells):
| kind of cell | Yosys count | count (layout) |
|---|---|---|
| and+or+nand+nor | 98 | 98 |
| DFF | 40 | 40 |
| xor gates and xnor gates | 29 | 29 |
| AOI/OAI and AO/OA | 23 | 23 |
| buffers and inverters | 12 | 26 |
| muxes | 3 | 3 |
| latches | 3 | 3 |
| adders and majority gates | 2 | 2 |
| other | 1 | 1 |
area by class of cell:
| cell class | count | area [um2] |
|---|---|---|
| clock buffer | 5 | 68.8 |
| clock inverter | 3 | 17.5 |
| fill | 376 | 1860 |
| inverter | 7 | 26.3 |
| multi-input combinational | 156 | 992 |
| sequential | 43 | 1210 |
| tap | 52 | 65.1 |
| timing repair buffer | 11 | 108 |
through the flow:
stage | worst slack, ps | cell area (um2) | util | power (mW) | cells
global route | 4520 | 2490 | 0.572 | 0.461 | 277
global placement | 4720 | 2400 | 0.552 | 0.304 | 269
CTS | 4770 | 2490 | 0.572 | 0.445 | 277
detailed placement | 4790 | 2400 | 0.552 | 0.304 | 269
floorplan | 5370 | 2260 | - | 0.291 | 211
finish | 4770 | 2490 | 0.572 | 0.441 | 277
Power is estimated from default activity; no workload was simulated.
